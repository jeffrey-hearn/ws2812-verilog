==> design.v <==
module ws2811
  #(
    parameter NUM_LEDS          = 4,           
    parameter SYSTEM_CLOCK      = 100_000_000  
    )
   (
    input                              clk,           
    input                              reset,         
    output                             data_request,  
    output                             new_address,   
    output reg [LED_ADDRESS_WIDTH-1:0] address,       
    input [7:0]                        red_in,        
    input [7:0]                        green_in,      
    input [7:0]                        blue_in,       
    output reg                         DO             
    );
   function integer log2;
      input integer                    value;
      begin
         value = value-1;
         for (log2=0; value>0; log2=log2+1)
           value = value>>1;
      end
   endfunction
   localparam integer LED_ADDRESS_WIDTH = log2(NUM_LEDS);          
   localparam integer CYCLE_COUNT         = SYSTEM_CLOCK / 800000;
   localparam integer H0_CYCLE_COUNT      = 0.32 * CYCLE_COUNT;
   localparam integer H1_CYCLE_COUNT      = 0.64 * CYCLE_COUNT;
   localparam integer CLOCK_DIV_WIDTH     = log2(CYCLE_COUNT);
   localparam integer RESET_COUNT         = 100 * CYCLE_COUNT;
   localparam integer RESET_COUNTER_WIDTH = log2(RESET_COUNT);
   reg [CLOCK_DIV_WIDTH-1:0]             clock_div;            
   reg [RESET_COUNTER_WIDTH-1:0]         reset_counter;        
   localparam STATE_RESET    = 3'd0;
   localparam STATE_LATCH    = 3'd1;
   localparam STATE_PRE      = 3'd2;
   localparam STATE_TRANSMIT = 3'd3;
   localparam STATE_POST     = 3'd4;
   reg [2:0]                           state;               
   localparam COLOR_G     = 2'd0;
   localparam COLOR_R     = 2'd1;
   localparam COLOR_B     = 2'd2;
   reg [1:0]                           color;               
   reg [7:0]                           red;
   reg [7:0]                           green;
   reg [7:0]                           blue;
   reg [7:0]                           current_byte;        
   reg [2:0]                           current_bit;         
   wire                                reset_almost_done;
   wire                                led_almost_done;
   assign reset_almost_done = (state == STATE_RESET) && (reset_counter == RESET_COUNT-1);
   assign led_almost_done   = (state == STATE_POST)  && (color == COLOR_B) && (current_bit == 0) && (address != 0);
   assign data_request = reset_almost_done || led_almost_done;
   assign new_address  = (state == STATE_PRE) && (current_bit == 7);
   initial begin
      DO = 0;
   end	
   always @ (posedge clk) begin
      if (reset) begin
         address <= 0;
         state <= STATE_RESET;
         DO <= 0;
         reset_counter <= 0;
         color <= COLOR_G;
         current_bit <= 7;
      end
      else begin
         case (state)
           STATE_RESET: begin
              DO <= 0;
              if (reset_counter == RESET_COUNT-1) begin
                 reset_counter <= 0;
                 state <= STATE_LATCH;
              end
              else begin
                 reset_counter <= reset_counter + 1;
              end
           end  
           STATE_LATCH: begin
              red <= red_in;
              blue <= blue_in;
              address <= address + 1;
              color <= COLOR_G;
              current_byte <= green_in;
              current_bit <= 7;
              state <= STATE_PRE;
           end
           STATE_PRE: begin
              clock_div <= 0;
              DO <= 1;
              state <= STATE_TRANSMIT;
           end
           STATE_TRANSMIT: begin
              if (current_byte[7] == 0 && clock_div >= H0_CYCLE_COUNT) begin
                 DO <= 0;
              end
              else if (current_byte[7] == 1 && clock_div >= H1_CYCLE_COUNT) begin
                 DO <= 0;
              end
              if (clock_div == CYCLE_COUNT-1) begin
                 state <= STATE_POST;
              end
              else begin
                 clock_div <= clock_div + 1;
              end
           end
           STATE_POST: begin
              if (current_bit != 0) begin
                 current_byte <= {current_byte[6:0], 1'b0};
                 case (current_bit)
                    7: current_bit <= 6;
                    6: current_bit <= 5;
                    5: current_bit <= 4;
                    4: current_bit <= 3;
                    3: current_bit <= 2;
                    2: current_bit <= 1;
                    1: current_bit <= 0;
                 endcase
                 state <= STATE_PRE;
              end
              else begin
                 case (color)
                    COLOR_G: begin
                       color <= COLOR_R;
                       current_byte <= red;
                       current_bit <= 7;
                       state <= STATE_PRE;
                    end
                   COLOR_R: begin
                      color <= COLOR_B;
                      current_byte <= blue;
                      current_bit <= 7;
                      state <= STATE_PRE;
                   end
                   COLOR_B: begin
                      if (address == 0) begin
                         state <= STATE_RESET;
                      end
                      else begin
                         state <= STATE_LATCH;
                      end
                   end
                 endcase  
              end
           end
         endcase
      end
   end
endmodule
==> run.sh <==
#!/bin/bash
# OpenROAD 26Q1-2900-gdf79404cd8, Yosys 0.63+post, stock flow scripts
make -C /OpenROAD-flow-scripts/flow DESIGN_CONFIG=/design/flow/config.mk WORK_HOME=/design/flow/orfs finish
==> config.mk <==
export PLATFORM = sky130hd
export DESIGN_NAME = ws2811
export DESIGN_NICKNAME = ws2811
export VERILOG_FILES = /design/flow/design.v
export SDC_FILE = /design/flow/constraint.sdc
export NUM_CORES = 4
export LEC_CHECK = 1
export CORE_UTILIZATION = 30
==> constraint.sdc <==
current_design ws2811

set clk_period 2.3
set clk_io_pct 0.2

create_clock -name clk0 -period $clk_period [get_ports {clk}]

set non_clock_inputs [all_inputs -no_clocks]
set_input_delay [expr $clk_period * $clk_io_pct] -clock clk0 $non_clock_inputs
set_output_delay [expr $clk_period * $clk_io_pct] -clock clk0 [all_outputs]
==> results.txt <==
Notes from the flow run.

Global route:
- Summed over all routing layers, the global router reports a total usage of 0.114.
- The run puts the largest net degree at the start of global routing at 22.
- The run gives the number of global-route vias before repair as 1,907.
- The first global-routing pass estimated 8.85 mm of wire.
- The run puts the number of antenna violations at the first check in global routing at 0.
- The run puts the total grt overflow at 0.

Clocking:
- For reference, the clock transition at the flip-flops on the worst setup and hold paths is 0.07 ns.
- Looking at the clock tree report, the H-tree level count equals 3.
- The run gives the total of hold buffers inserted after clock tree synthesis as 0.
- The run gives the insertion delay to the later sink of the worst-skew pair as 0.34 ns.
- The run gives the number of clock sinks as 59.
- The run gives the CTS tree as built.
- Per the TritonCTS log, the buffer count is 9.
- In this run the clock root is driven by a clkbuf_8.
- No sink is reached through more buffers than the 2 on the longest clock path.

Power:
- The run gives the logic gate share of total power as 0.045.
- The run puts the proportion of power drawn by flip-flops and latches at 0.545.
- The run puts the static leakage at 1.27 nW.
- The run gives the power consumption as 2.04 mW.
- The internal portion of the total power is 1.56 mW.
- The run puts the power per cell area at 583 nW/µm².
- The run gives the worst IR drop on VDD as 0.000376 V.
- The switching portion of total power comes to 0.234.
- The run gives the power spent charging and discharging nets as 0.478 mW.
- The run gives the clock group share of total power as 0.410.

Place:
- The run puts the setup slack after placement at 0.0227 ns.
- In this run the cell area measured after placement is 3300 µm².
- The HPWL after detailed placement is 3.35 mm.
- The run gives the post-placement cell count as 406.
- The run gives the final weighted congestion in routability-driven placement as 0.832.
- The run gives the number of port buffers as 30.

Critical path:
- Setup slack on the worst reg-to-reg path comes out at 0.30 ns.
- The run gives the start point of the critical path as reset_counter[1].
- The run gives the critical path data arrival time as 1.77 ns.
- STA classifies the critical path endpoint as an output pin.
- The run gives the critical path startpoint category as a register.
- Logic depth along the worst register-to-register path is recorded as 7.
- The run gives the maximum single-stage delay on the critical path as 0.46 ns.
- The run puts the largest fanout on the critical path at 2.
- The run puts the data required time of the worst path at 1.84 ns.
- STA lists the startpoint of the worst register-to-register path as current_bit[0].
- The run gives the kind of critical path as register to output pin.
- Per STA, the worst path is made up of ha_4 -> or4b_4 -> nor4_4 -> a21o_2 -> buf_2.
- STA lists the endpoint of the worst register-to-register path as current_bit[1].
- The capture point of the critical path was reported as data_request.
- The largest individual stage delay along the critical path comes from the cell or4b_4.

Route:
- The run puts the violation tally from detailed-route iteration zero at 91.
- The routed design shows a via density per instance of 4.66.
- Per the detail_route report, DRC violations left total 0.
- The wire length recorded after detailed routing is 4.97 mm.
- The routed design ends up with an antenna cell count of 0.
- Before antenna repair, the detailed router went through 15 iterations.
- The run gives the total via count in the routed design as 1,977.
- The run puts the average detailed-routed wire length per instance at 11.7 µm.
- The run puts the antenna violation net count after detailed routing at 0.

Final layout:
- From synthesis to final layout, the design area changed by 25.5%.
- The run puts the share of cells above drive strength 1 at 0.161.
- The run gives the combinational gate area as 1180 µm².
- The run gives the number of filler cells placed in the layout as 863.
- Once layout is complete, the cells apart from fillers number 424.
- Counting only logic cells after layout, the most numerous master is edfxtp_1.
- Once layout is complete, the utilization of the core stands at 0.395.
- The layout stage reports a final design area of 3500 µm².
- By instance count after routing, the leading logic cell types are 31 x edfxtp_1, 29 x clkdlybuf4s50_1, 26 x dfxtp_1, 26 x nor2_1, 20 x buf_4.
- Summing all flip-flop and latch instances after layout gives 1490 µm².

Logic synthesis:
- The run gives the post-synthesis register bit count as 59.
- The run puts the area of the mapped netlist at 2790 µm².
- Per the synthesis report, the dominant area consumer among library cells is edfxtp_1.
- The run puts the number of warnings issued by yosys at 3.
- The run puts the chip area estimate from yosys synthesis at 2790 µm².
- The run gives the share of the synthesized area in the top cell type as 0.334.
- After synthesis, the cell types taking the most area are edfxtp_1 33%, dfxtp_1 20%, ha_1 3.6%.
- The run puts the post-synthesis instance total at 262.
- The synth_stat.txt file lists the number of cells as 262.
- The run puts the count of library flops with an enable pin at 31.
- Looking at the cell usage after synthesis, the top flip-flop cell is edfxtp_1.
- For reference, the post-synthesis area per instance comes to 10.6 µm².
- The run gives the part of the Yosys area used for sequential elements as 0.535.
- Of all flip-flops after synthesis, the portion carrying an async set or reset was 0.
- Synthesis instantiated 50 different standard cells from the library.

Job:
- The run puts the number of max-capacitance violations reported at 0.
- Warnings raised by the tools during the run amount to 29.

STA:
- The run puts the total negative setup slack at 0 ns.
- Of the available clock period, the critical path in the final layout requires 0.968.
- Across the routed clock network, the largest skew measured is 0.0104 ns.
- The worst pin sits at a relative slew slack of 0.757.
- Setup repair after global routing left no endpoint under its margin.
- The run puts the worst setup slack after layout at 0.0725 ns.
- For the finished layout, the period the worst path requires is 2.23 ns.
- Counting endpoints that fail hold in the final report gives 0.
- The run puts the final max-slew violation count at 0.
- The run puts the worst hold slack at 0.501 ns.
- The run puts the measured slew at the worst slew-check pin at 0.364 ns.
- Timing would allow up to 449 MHz.
- The run gives the number of failing setup endpoints in the final timing report as 0.

Floorplan:
- The run gives the number of standard-cell rows in the floorplan as 34.
- The run gives the area of the chip as 9680 µm².
- The run gives the area of the core as 8850 µm².
- The run puts the width of the chip at 98.4 µm.
- The run puts the total I/O pin count at 31.
- The run puts the die extent in y at 98.4 µm.
- In the floorplan report the effective utilization is 0.315.

Worst hold path:
- The run gives the type of the most critical hold path as register to register.

Run status:
- The flow ran to the end, and the final reports show no timing, DRC or antenna violations.
==> layout make-up <==
cell class	count	area share
clock buffers	9	0.0354
inverters	18	0.0193
well taps	108	0.0386
flip-flops and latches	59	0.427
multi-input cells	173	0.337
repair buffers	50	0.127
clock inverters	7	0.0154
==> worst max-delay path, delay by kind of cell, from the launching register on <==
kind	cells	cell delay [ns]
fa+ha+maj	1	0.13
flops	1	0.35
simple gates	2	0.70
buf+inv	1	0.09
compound gates	1	0.17
==> metal layers <==
layer / routed length, µm / vias to the layer above / part of all wire / track usage
li1: - / 1026 / - / -
met1: 2610 / 902 / 0.53 / 0.186
met2: 2040 / 39 / 0.41 / 0.165
met3: 199 / 10 / 0.040 / 0.0189
met4: 106 / 0 / 0.021 / 0.0253
met5: 0 / - / 0 / 0
==> cells in the mapped netlist (all sizes together), types with 2 or more instances <==
cell and number:
nand3b 2, nand2 17, nand2b 3, nor2 26, nand4 5, buf 6, dfxtp 28, and2 6
edfxtp 31, a21o 3, xor2 8, nor3 3, xnor2 10, clkbuf 6, o211ai 7, ha 8
nor2b 7, and4 2, nand3 10, a21oi 6, or4 2, mux2i 10, inv 18, nor4 5
and3 3, or4b 3, o21ai 11
==> timing repair <==
action                     CTS  global route
setup buffers                2             0
pin swaps                    3             1
setup endpoints to repair    1             1
resized                      7             0
==> state kept, by name (all words and copies together) (netlist names) <==
| name | count |
|---|---|
| DO | 1 |
| address | 2 |
| blue | 8 |
| clock_div | 7 |
| color | 3 |
| current_bit | 3 |
| current_byte | 8 |
| red | 8 |
| reset_counter | 14 |
| state | 5 |
==> power groups by stage <==
stage	Sequential, mW	Clock, mW	Combinational [mW]
CTS	1.11	0.859	0.0917
global route	1.11	0.915	0.101
finish	1.11	0.836	0.0911
==> cells by family after synthesis <==
group	after synthesis	synth area share
compound gates	39	0.0952
xor+xnor	18	0.0566
fa+ha+maj	8	0.0359
buf+inv	30	0.0467
flops	59	0.535
mux	11	0.0399
simple gates	97	0.191
==> worst min path at each step <==
| stage | from | to | slack [ns] | cells after the start |
|---|---|---|---|---|
| final | state[2] | DO | 0.50 | 2 |
| after CTS | state[2] | DO | 0.51 | 2 |
| after global routing | state[2] | DO | 0.54 | 2 |
Power and IR drop assume default switching activity.
